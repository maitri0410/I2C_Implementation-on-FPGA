`run.sh`:
```
#!/bin/bash
# OpenROAD 26Q1-2900-gdf79404cd8, Yosys 0.63+post, stock flow scripts
make -C /OpenROAD-flow-scripts/flow DESIGN_CONFIG=/design/flow/config.mk WORK_HOME=/design/flow/orfs finish
```
`constraint.sdc`:
```
current_design i2c_slave_controller

set clk_period 4.0
set clk_io_pct 0.2

create_clock -name clk0 -period $clk_period [get_ports {scl}]
create_clock -name clk1 -period $clk_period [get_ports {sda}]

set non_clock_inputs [all_inputs -no_clocks]
set_input_delay [expr $clk_period * $clk_io_pct] -clock clk0 $non_clock_inputs
set_output_delay [expr $clk_period * $clk_io_pct] -clock clk0 [all_outputs]
```
`config.mk`:
```
export PLATFORM = sky130hd
export DESIGN_NAME = i2c_slave_controller
export DESIGN_NICKNAME = i2c_slave_controller
export VERILOG_FILES = /design/flow/design.v
export SDC_FILE = /design/flow/constraint.sdc
export NUM_CORES = 4
export LEC_CHECK = 1
export CORE_AREA = 10 10 113 113
export DIE_AREA = 0 0 123 123
```
`design.v`:
```
module i2c_slave_controller(
	inout sda,
	input scl,
	output reg[7:0] data,
	output reg[7:0] addr
	);
	localparam ADDRESS = 7'b0101010;
	localparam READ_ADDR = 4'd0;
	localparam ADDR_READ1=4'd1;
	localparam SEND_ACK = 4'd2;
	localparam READ_DATA =4'd3;
	localparam WRITE_DATA =4'd4;
	localparam SEND_ACK2 = 4'd5;
	reg [7:0] counter=7;
   reg [3:0] state=READ_ADDR ;
	reg [7:0] data_out = 8'b01101011;
	reg sda_out = 0;
	reg start = 0;
	reg stop=0;
	reg write_enable = 0;
	assign sda = (write_enable == 1) ? sda_out :1'bz;
	always @(negedge sda) begin
		if ((start==0) &&(scl == 1))
			start <= 1;	
		else
		   start<=0;
	end
	always @(posedge sda) begin
		if ((stop==0) && (scl == 1))
			stop<=1;
		else  
		   stop<=0;
	end
	always @(posedge scl) begin
			case(state)
				READ_ADDR:begin 
				if(start)
				   state<=ADDR_READ1;
				else
			      state<=READ_ADDR;	
				end
				ADDR_READ1:
				begin
				addr[counter] <= sda;
			   if(counter == 0) state <= SEND_ACK;
				else counter <= counter - 1;	
				end
				SEND_ACK: begin
				if(addr[7:1] == ADDRESS)begin
					counter <= 7;
					if(addr[0] == 0) begin 
							state <= READ_DATA;
						end
						else state <= WRITE_DATA;
				end
				end
				READ_DATA: begin
					data[counter] <= sda;
					if(counter == 0) begin
						state <= SEND_ACK2;
					end else counter <= counter - 1;
				end
				SEND_ACK2: begin
					state <= READ_ADDR;					
				end
				WRITE_DATA: begin
					if(counter == 0) state <= READ_ADDR;
					else counter <= counter - 1;		
				end
			endcase
		end
	always @(negedge scl) begin
		case(state)
			READ_ADDR: begin
				write_enable <= 0;			
			end
			ADDR_READ1:begin
			write_enable<=0;
			end
			SEND_ACK: begin
				sda_out <= 0;
				write_enable <= 1;	
			end
			READ_DATA: begin
				write_enable <= 0;
			end
			WRITE_DATA: begin
				sda_out <= data_out[counter];
				write_enable <= 1;
			end
			SEND_ACK2: begin
				sda_out <= 0;
				write_enable <= 1;
			end
		endcase
	end
endmodule
```
==> flow_metrics.tcl <==
# metrics dict for downstream scripts
set metrics [dict create \
    ys_ff 29 \
    portBuffers 16 \
    synthFlopType "edfxtp_1" \
    gp_congestion 0.892 \
    ys_cells 138 \
    avgSynthCellArea_sq_um 11.6 \
    hpwlAfterDp_microns 2490 \
    cts_resized 0 \
    syn-cell-area_sq_um 1600 \
    synth_seq_share_pct 54.0 \
    num_rows 37 \
    die_x_microns 123 \
    ys_area_sq_um 1600 \
    synth.distinct_cells 35 \
    holdBufCountCts 0 \
    toolErrorMsg "[error] [KeplerFormal.cpp:679] Workflow failed: Iso has multiple drivers: .sda0, sda$_SDFFCE_NP0P_.Q0" \
    status "stopped before the end" \
    syn_inst 138 \
    lastStage "4_1_cts" \
    ys_warn_count 2 \
    post_cts_buffers 0 \
    fp-utilization_pct 15.5 \
    clock-sinks 29 \
    pin_count 18 \
    dieHeight_microns 123 \
    synth-async-reset-ratio_pct 0 \
    edf_count 28 \
]
synth_stat cells, types with 2 or more instances:
master | n | area share (%)
nand2_1 | 11 | 2.6
nand3_1 | 2 | 0.63
nand4b_1 | 4 | 2.2
nand3b_1 | 2 | 0.94
o21ai_0 | 7 | 2.2
nor4_1 | 2 | 0.78
nor3_1 | 5 | 1.6
and2_1 | 2 | 0.78
a21oi_1 | 2 | 0.63
or3_1 | 2 | 0.78
nor4b_1 | 2 | 1.1
xnor2_1 | 3 | 1.6
ha_1 | 3 | 2.4
edfxtp_1 | 28 | 53
nor2_1 | 15 | 3.5
mux2_2 | 15 | 11
and3_1 | 2 | 0.78
inv_1 | 6 | 1.4
nor2b_1 | 3 | 1.2
xor2_1 | 4 | 2.2
clkbuf_1 | 4 | 0.94
per-stage QoR:
stage	setup slack, ns	total power, mW	instance area [sq um]	cells
global placement	0.476	0.477	1910	286
floorplan	0.562	0.496	1600	138
detailed placement	0.432	0.477	1910	286
kinds of logic after synthesis:
logic type,after synthesis,synth area share (%)
buffers and inverters,11,2.82
and+or+nand+nor,60,21.3
xor gates and xnor gates,7,3.84
AOI/OAI and AO/OA,12,4.47
adders and majority gates,3,2.35
muxes,16,11.2
DFF,29,54.0
Power is estimated from default activity; no workload was simulated.
