==> flow/design.v <==
module i2c_master_controller(
	input wire clk,
	input wire rst,
	input wire enable,
   output reg [7:0] data_out,
	output wire ready,
   inout i2c_sda,
   output  i2c_scl,
	output sda1
	);
	localparam IDLE = 4'd0;
	localparam START = 4'd1;
	localparam START1=4'd2;
	localparam ADDRESS =4'd3;
	localparam READ_ACK =4'd4;
	localparam WRITE_DATA =4'd5;
	localparam WRITE_ACK =4'd6;
	localparam READ_DATA =4'd7;
	localparam READ_ACK2 =4'd8;
	localparam STOP =4'd9;
	reg [6:0] addr= 7'b0101010;
	reg [7:0] data_in=8'b10101011;
	reg rw=0;
	reg [3:0] state;
	reg [7:0] saved_addr;
	reg [7:0] saved_data;
	reg [7:0] counter;
	reg [22:0] counter2 = 0;
	reg write_enable;
	reg i2c_clk=0;
	reg sda_out;
	reg i2c_scl_enable = 0;
	assign ready = ((rst == 0) && (state == IDLE)) ? 1 : 0;
	assign i2c_scl = (i2c_scl_enable == 0 ) ? 1 : i2c_clk;
	assign i2c_sda = (write_enable == 1) ? sda_out : 1'bz;
	assign sda1=i2c_sda;
	always @(posedge clk) begin
	   counter2=counter2+23'd1;
		if (counter2 == 23'd6000000) begin
			i2c_clk <= ~i2c_clk;
			counter2 <= 0;
		end
	end 
	always @(negedge i2c_clk, posedge rst) begin
		if(rst) begin
			i2c_scl_enable <= 0;
		end else begin
			if ((state == IDLE) || (state == START) || (state == STOP)) begin
				i2c_scl_enable <= 0;
			end else begin
				i2c_scl_enable <= 1;
			end
		end
	end
	always @(posedge i2c_clk, posedge rst) begin
		if(rst) begin
			state <= IDLE;
			data_out<=8'd0;
			saved_addr<=8'd0;
			saved_data<=8'd0;
		end		
		else begin
			case(state)
				IDLE: begin
					if (enable) begin
						state <= START;
						saved_addr <= {addr, rw};
						saved_data <= data_in;
					end
					else state <= IDLE;
				end
				START: begin
					counter <= 7;
					state <= START1;
				end
				START1:begin
				  state<=ADDRESS;
				  end
				ADDRESS: begin
					if (counter == 0) begin 
						state <= READ_ACK;
					end
					else 
					counter <= counter - 1;
				end
				READ_ACK: begin
				    if (i2c_sda == 0) begin
						counter <= 7;
						if(saved_addr[0] == 0) 
						state <= WRITE_DATA;
						else
						state <= READ_DATA;
					end
					else 
					state <= STOP;
				end
				WRITE_DATA: begin
					if(counter == 0) begin
						state <= READ_ACK2;
					end 
					else counter <= counter - 1;
				end
				READ_ACK2: begin
					if (i2c_sda == 0) begin
					state <= IDLE;
					end
					else state <= STOP;
				end
				READ_DATA: begin
					data_out[counter] <= i2c_sda;
					if (counter == 0) state <= WRITE_ACK;
					else counter <= counter - 1;
				end
				WRITE_ACK: begin
					state <= STOP;
				end
				STOP: begin
					state <= IDLE;
				end
			endcase
		end
	end
	always @(negedge i2c_clk, posedge rst) begin
		if(rst == 1) begin
			write_enable <= 1;
			sda_out <= 1;
		end else begin
			case(state)
				START: begin
					write_enable <= 1;
					sda_out <= 0;
				end
				START1:begin
				   write_enable<=1;
					sda_out<=0;
				end
				ADDRESS: begin
					sda_out <= saved_addr[counter];
				end
				READ_ACK: begin
					write_enable <= 0;
				end
				WRITE_DATA: begin 
					write_enable <= 1;
					sda_out <= saved_data[counter];
				end
				WRITE_ACK: begin
					write_enable <= 1;
					sda_out <= 0;
				end
				READ_DATA: begin
					write_enable <= 0;				
				end
				STOP: begin
					write_enable <= 1;
					sda_out <= 1;
				end
			endcase
		end
	end
endmodule
==> flow/run.sh <==
#!/bin/bash
# OpenROAD 26Q1-2900-gdf79404cd8, Yosys 0.63+post, stock flow scripts
make -C /OpenROAD-flow-scripts/flow DESIGN_CONFIG=/design/flow/config.mk WORK_HOME=/design/flow/orfs finish
==> flow/config.mk <==
export PLATFORM = sky130hd
export DESIGN_NAME = i2c_master_controller
export DESIGN_NICKNAME = i2c_master_controller
export VERILOG_FILES = /design/flow/design.v
export SDC_FILE = /design/flow/constraint.sdc
export NUM_CORES = 4
export LEC_CHECK = 1
export CORE_UTILIZATION = 30
==> flow/constraint.sdc <==
current_design i2c_master_controller

set clk_period 4.2
set clk_io_pct 0.2

create_clock -name clk0 -period $clk_period [get_ports {clk}]

set non_clock_inputs [all_inputs -no_clocks]
set_input_delay [expr $clk_period * $clk_io_pct] -clock clk0 $non_clock_inputs
set_output_delay [expr $clk_period * $clk_io_pct] -clock clk0 [all_outputs]
==> flow_metrics.env <==
# implementation run metrics
export IMPL_status="did not finish"
export IMPL_stop_stage="clock tree synthesis"
export IMPL_error_line="[error] [KeplerFormal.cpp:679] Workflow failed: Iso has multiple drivers: .i2c_sda0, i2c_sda$_DFFE_NP1P_.Q0"
export IMPL_port_buffers=13
export IMPL_dp_slack_ns=1.52
export IMPL_hold_buffers=0
export IMPL_dpl_hpwl_um=3650
export IMPL_gp_congestion=0.918
export IMPL_synth_top_cell_area_share_pct=17.2
export IMPL_dpl_cell_area_mm2=0.00290
export IMPL_ys_top_cells_by_area="dfxtp_1 (17%), dfrtp_1 (17%), edfxtp_1 (10%)"
export IMPL_clock_path_buffers=2
export IMPL_synthArstFlopShare_pct=39.6
export IMPL_cts_setup_buffers=0
export IMPL_ys_cells=268
export IMPL_place_inst=381
export IMPL_initial_utilization_pct=30.9
export IMPL_untimed_endpoints=46
export IMPL_avgSynthCellArea_um2=9.99
export IMPL_ys_seq_share_pct=47.0
export IMPL_unclocked_regs=29
export IMPL_ys_flops=53
export IMPL_ys_warn_count=2
export IMPL_edf_count=9
export IMPL_syn_instance_count=268
export IMPL_synth_area_yosys_mm2=0.00268
export IMPL_yosysUniqueCellTypes=54
export IMPL_h_tree_depth=1
export IMPL_largest_area_cell="dfxtp_1"
export IMPL_die_y_um=96.5
export IMPL_syn_area_mm2=0.00268
export IMPL_cts_root_buf="clkbuf_8"
export IMPL_numCtsBuffers=3
export IMPL_ioPinCount=15
export IMPL_die_x_um=96.5
export IMPL_rows=34
export IMPL_cts_resized=0
export IMPL_ff_type="dfxtp_1"
==> cell usage after synthesis (2+ instances only) <==
cell type and number:
nand2_1 18, nand3_1 10, or2_2 2, buf_2 5
nand2b_1 2, a21boi_0 2, mux2_2 3, edfxtp_1 9
and4_1 2, dfrtp_1 18, and3_1 3, nand3b_1 2
a31oi_1 2, nor3_1 17, buf_6 2, or3_1 4
a21oi_2 9, nor2_1 18, nand4_2 2, and2_1 6
a21oi_1 7, inv_1 9, xnor2_1 16, o21ai_0 11
dfstp_2 2, buf_4 2, nor4_1 5, o31ai_1 6
dfxtp_1 23, xor2_1 14, nor3b_1 2, ha_1 4
nand4_1 9, nand4b_1 2
==> logic make-up after synthesis <==
logic type / count (synthesis) / share of synthesized area, %
flops: 53 / 47.0
xor+xnor: 31 / 10.4
compound gates: 48 / 12.5
simple gates: 110 / 23.2
fa+ha+maj: 4 / 1.87
mux: 3 / 1.26
buf+inv: 19 / 3.74
